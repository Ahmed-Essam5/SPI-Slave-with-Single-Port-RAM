File: ./config.mk
export PLATFORM = sky130hd
export DESIGN_NAME = SPI_top_module
export DESIGN_NICKNAME = SPI_top_module
export VERILOG_FILES = /design/flow/design.v
export SDC_FILE = /design/flow/constraint.sdc
export NUM_CORES = 4
export LEC_CHECK = 1
export CORE_UTILIZATION = 30
File: ./constraint.sdc
current_design SPI_top_module

set clk_period 35.6
set clk_io_pct 0.2

create_clock -name clk0 -period $clk_period [get_ports {clk}]

set non_clock_inputs [all_inputs -no_clocks]
set_input_delay [expr $clk_period * $clk_io_pct] -clock clk0 $non_clock_inputs
set_output_delay [expr $clk_period * $clk_io_pct] -clock clk0 [all_outputs]
File: ./design.v
module RAM (clk, rst_n, din, rx_valid, dout, tx_valid);
parameter MEM_DEPTH = 256;   
parameter ADDR_SIZE = 8;     
input [ADDR_SIZE + 1 : 0] din;   
input clk, rst_n, rx_valid;      
output reg [ADDR_SIZE - 1 : 0]dout;  
output reg tx_valid;                 
reg [ADDR_SIZE - 1 : 0] mem [MEM_DEPTH - 1 : 0];     
reg [ADDR_SIZE - 1 : 0] w_addr,r_addr;               
always @(posedge clk) begin
    if(~rst_n)  begin
        dout <= 0;
        tx_valid <= 0;
        w_addr <= 0;
        r_addr <=0;
    end
    else if (rx_valid) begin
        case (din[9:8])
            2'b00: w_addr <= din[ADDR_SIZE-1 : 0];       
            2'b01: mem[w_addr] <= din[ADDR_SIZE-1 : 0];  
            2'b10: r_addr <= din[ADDR_SIZE-1 : 0];       
            2'b11: begin                                 
                dout <= mem[r_addr];
                tx_valid <= 1;
            end
        endcase
    end
end
endmodule
module SPI_Slave (mosi, ss_n, clk, rst_n, tx_valid, tx_data, miso, rx_valid, rx_data);
parameter IDLE=0;
parameter CHK_CMD=1;
parameter WRITE=2;
parameter READ_ADD=3;
parameter READ_DATA=4;
(* fsm_encoding= "one_hot" *)
input mosi;							 
input ss_n, clk, rst_n, tx_valid;	 
input[7:0] tx_data;					 
output reg miso;					 
output reg rx_valid; 				 
output reg[9:0] rx_data;			 
reg[3:0] counter,counter_rd_data;	 
reg[2:0] cs,ns;						 
reg end_counter_rd_data;			 
always @(posedge clk) begin
	if(~rst_n) 
		cs<=IDLE;
	else
		cs<=ns;
end
always @(*) begin
	case (cs)
		IDLE: begin
			if (ss_n == 0)
				ns = CHK_CMD;
			else
				ns = IDLE;
		end
		CHK_CMD: begin
			if ((ss_n == 0) && rx_valid && (rx_data[9] == 0))
				ns = WRITE;
			else if ((ss_n == 0) && rx_valid && (rx_data[9:8] == 2'b10))
				ns = READ_ADD;
			else if ((ss_n == 0) && rx_valid && (rx_data[9:8] == 2'b11))
				ns = READ_DATA;
			else if(rx_valid == 0)
				ns = CHK_CMD;
			else
				ns = IDLE;
		end
		WRITE: begin
			if (ss_n == 1)
				ns = IDLE;
			else
				ns = WRITE;
		end
		READ_ADD: begin
			if (ss_n == 1)
				ns = IDLE;
			else
				ns = READ_ADD;
		end
		READ_DATA: begin
			if (ss_n == 1)
				ns = IDLE;
			else
				ns = READ_DATA;
		end
		default: ns = IDLE;
	endcase
end
always @(posedge clk) begin
	if(~rst_n) begin
		rx_data <= 0;
		counter <= 0;
		rx_valid <= 0;
	end
	else if (counter >= 10) begin
		counter <= 0;
		rx_valid <= 1;
	end
	else if((cs == CHK_CMD) && !rx_valid) begin
		rx_data[9-counter] <= mosi;
		counter <= counter + 1;
	end
	else if (cs == IDLE)
		rx_valid <= 0;
end
always @(posedge clk) begin
	if(~rst_n) begin
		miso <= 0;
		counter_rd_data <= 0;
		end_counter_rd_data <= 0;
	end
	else if (counter_rd_data >= 8) begin
		counter_rd_data <= 0;
		end_counter_rd_data <= 1;
	end
	else if ((cs == READ_DATA) && tx_valid && !end_counter_rd_data) begin
		miso <= tx_data[7-counter_rd_data];
		counter_rd_data <= counter_rd_data+1;
	end
	else if (cs == IDLE) begin
		end_counter_rd_data <= 0;
	end
end
endmodule
module SPI_top_module (mosi, ss_n, clk, rst_n, miso);
input clk, rst_n, ss_n;	 
input mosi;				 
output miso;			 
(* fsm_encoding= "one_hot" *)
wire[9:0] rx_data;			 
wire rx_valid, tx_valid;	 
wire[7:0] tx_data;			 
SPI_Slave dut0 (mosi, ss_n, clk,rst_n, tx_valid, tx_data, miso, rx_valid, rx_data);
RAM dut1 (.clk(clk), .rst_n(rst_n), .rx_valid(rx_valid), .tx_valid(tx_valid), .din(rx_data), .dout(tx_data));
endmodule
File: ./run.sh
#!/bin/bash
# OpenROAD 26Q1-2900-gdf79404cd8, Yosys 0.63+post, stock flow scripts
make -C /OpenROAD-flow-scripts/flow DESIGN_CONFIG=/design/flow/config.mk WORK_HOME=/design/flow/orfs finish
==> results.txt <==
most prevalent standard cell on the critical path = buf_4
Root Buffer Master = clkbuf_16
core utilization of the finished layout = 34.18%
Overall Global Routing Usage = 16.69%
Num Clock Sinks = 2099
Post-synth ARST share = 0%
cell row count = 192
vertical die dimension = 526.6 um
ys cells = 4026
most numerous logic cells after layout = 2048 x edfxtp_1, 402 x mux4_2, 300 x nor2_1
Final Max Tran Viols = 0
critical path start-end classification = in2reg
count of cells resized by post-cts repair = 0
setup repair after global routing missed its margin = false
endpoint arrival time on the critical path = 10.29 ns
flip-flop and latch count after synthesis = 2099
status = finished clean
chip area line of the yosys report = 82570 sq um
Leak Pwr = 28.25 nW
Tightest Hold Check Type = reg2reg
DRC violations left = 0
final std cell area, no fill = 93530 sq um
DPL Wire Length = 135.7 mm
clock insertion delay at the later pin of the skew report = 0.87 ns
cell with the largest stage delay on the worst path = nand2_1
antenna violations before repair = 4
buffers plus inverters on the worst setup path = 3
tally of yosys warning messages = 4
WHS = 0.4640 ns
number of H-tree levels = 4
routed wire length per instance = 27.24 um
largest net degree at the start of global routing = 105
number of warnings in the stage logs = 35
number of design-rule violations left by the first detailed-router iteration = 2762
P per Cell Area = 52.62 nW/um^2
placeable core region = 273600 sq um
area grow syn2layout = 13.27%
ratio of final minimum period to clock period = 27.56%
required time of the critical path = 36.07 ns
dominant synthesized flop cell = edfxtp_1
fraction of layout cells with a size suffix above 1 = 20.98%
total CTS buffers = 205
clock-pin transition on the worst setup and hold timing paths = 0.06 ns
Filler Cells Inserted = 24980
count of flip-flops with a built-in enable after synthesis = 2048
Final Setup Violations = 0
min Tclk post-route = 9.812 ns
Setup crit start kind = input pin
worst-path cell chain = clkdlybuf4s50_1, buf_4, nand3_1, nor3b_1, nand2_1, buf_4, nor2_1
largest delay contributor family on the critical path = simple AND/OR/NAND/NOR gates
maximum root-to-sink buffer count = 3
Critical Path Max Stage Delay = 0.67 ns
slew of the pin with the lowest slew margin = 1.071 ns
Post-Route Setup TNS = 0 ns
FMAX = 0.1019 GHz
Post-CTS Setup Inserts = 0
vias in the first global route = 45140
total I/O pin count = 5
Max-slew headroom = 26.76%
Initial DRT Pass Iterations = 7
number of hold violations in the final report = 0
routed via count = 40380
antenna violation net count after detailed routing = 0
Total Wirelength = 215.5 mm
cell area after placement = 86490 sq um
most numerous logic cell after layout = edfxtp_1
Seq share, synth = 75.71%
max-cap viol count = 0
worst voltage drop across the vdd grid = 0.04679 mV
wire length of the first global-routing pass = 311.0 mm
Power Total = 4.921 mW
capturing element type of the critical path = flip-flop
cell area after synthesis = 82570 sq um
Placer Congestion = 0.9686
maximum fanout along the worst path = 38
Mapped Cells = 4026
worst clock skew = 0.06637 ns
post-synthesis cell type count = 82
CTS tree = yes
CTS hold repair buffers = 0
pre-placement core utilization = 30.18%
quantity of I/O buffers inserted on ports = 4
die area = 277400 sq um
average footprint of a synthesized cell = 20.51 sq um
sum of overflow across all layers after global routing = 0
horizontal die size = 526.6 um
post-detailed-route via-to-cell ratio = 5.105
[logic make-up (layout without fill, tap and decap cells)]
group	Yosys count	after routing	synth area share [%]
buffers and inverters	247	540	2.283
and+or+nand+nor	618	618	3.420
AOI/OAI and AO/OA	348	348	3.005
adders and majority gates	15	15	0.2273
muxes	691	691	15.27
xor gates and xnor gates	8	8	0.08486
DFF	2099	2099	75.71
other	0	1	0
[stage by stage]
step           std cells  setup WS [ns]
2_1_floorplan       4026          26.57
3_3_place_gp        7527          25.04
3_5_place_dp        7527          24.98
4_1_cts             7908          25.92
5_1_grt             7909          25.57
6_report            7909          25.79
[path summary, 6_finish.rpt]
| kind | start | end | slack [ns] | depth (start not counted) |
|---|---|---|---|---|
| max | rst_n | dut1.mem[54][7] | 25.79 | 7 |
| min | dut0.cs[2] | dut0.cs[2] | 0.46 | 2 |
| max reg2reg | dut1.r_addr[0] | dut1.dout[6] | 30.58 | 9 |
| min reg2reg | dut0.cs[2] | dut0.cs[2] | 0.46 | 2 |
[power breakdown]
part	total (mW)	switching, mW	internal, mW
clock	2.23	0.941	1.29
sequential	2.68	0.00242	2.67
combinational	0.0178	0.0131	0.00462
[final cells by class]
type,instances,area (sq um),area share [%]
Antenna cell,1,2.502,0.002675
Sequential cell,2099,62570,66.89
Multi-Input combinational cell,1680,18200,19.46
Timing Repair Buffer,146,1181,1.263
Inverter,13,53.80,0.05752
Clock buffer,239,5278,5.643
Tap cell,3589,4491,4.801
Clock inverter,142,1758,1.880
[Yosys cell counts (38+ instances only)]
cell type	number	area share, %
o22ai_1	77	0.58
a22oi_1	38	0.35
buf_2	45	0.27
nand2_1	112	0.51
mux4_2	402	11
nand3_1	49	0.30
dfxtp_1	51	1.2
a21oi_1	39	0.24
mux4_1	40	1.3
clkbuf_1	80	0.36
edfxtp_1	2048	74
nor2_1	301	1.4
o221ai_1	46	0.49
mux2i_1	242	2.9
[registers in the layout, indices dropped and copies added (netlist names), 4 cells and up]
| signal | count |
|---|---|
| dut0.counter | 4 |
| dut0.counter_rd_data | 4 |
| dut0.cs | 5 |
| dut0.rx_data | 10 |
| dut1.dout | 8 |
| dut1.mem | 2048 |
| dut1.r_addr | 8 |
| dut1.w_addr | 8 |
[worst min-delay path: stages, from the launching register on]
cell and delay (ns):
dfxtp_1 0.32, a21oi_1 0.04, nor2_1 0.07
[routing by layer]
metal  track usage [%]  wire (um)
met5            0.5368        236
met4             5.596       9068
met3             13.22      36020
met2             25.01     100800
met1             17.70      69400
Power is estimated from default activity; no workload was simulated.
